--- design.v ---
`timescale 1ns/1ps
localparam ASCII_a = 8'h61;
parameter STACKPAGE = 8'h01;
parameter T0      =10'b0000000001;
parameter T1      =10'b0000000010;
parameter T2      =10'b0000000100;
parameter T3      =10'b0000001000;
parameter T4      =10'b0000010000;
parameter T5      =10'b0000100000;
parameter T6      =10'b0001000000;
parameter T7      =10'b0010000000;
parameter TRMW1   =10'b0100000000;
parameter TRMW2   =10'b1000000000;
parameter TJAM    =10'b0;
parameter OP_BRK      = 5'h00;    
parameter OP_JSR      = 5'h01;    
parameter OP_RTI      = 5'h02;    
parameter OP_RTS      = 5'h03;    
parameter OP_IMP      = 5'h04;    
parameter OP_IMM      = 5'h05;    
parameter OP_ZPG      = 5'h06;    
parameter OP_ZXY      = 5'h07;    
parameter OP_XIN      = 5'h08;    
parameter OP_INY      = 5'h09;    
parameter OP_ABS      = 5'h0a;    
parameter OP_AXY      = 5'h0b;    
parameter OP_PUS      = 5'h0c;    
parameter OP_PUL      = 5'h0d;    
parameter OP_JUM      = 5'h0e;    
parameter OP_JIN      = 5'h0f;    
parameter OP_BRA      = 5'h10;    
parameter OP_BNT      = 5'h11;    
parameter OP_JAM      = 5'h1f;
parameter ADDR_Z      = 6'b000000;
parameter ADDR_PC     = 6'b000001;
parameter ADDR_DATA   = 6'b000010;
parameter ADDR_ALU    = 6'b000100;
parameter ADDR_INT    = 6'b001000;
parameter ADDR_STACK  = 6'b010000;
parameter ADDR_HOLD   = 6'b100000;
parameter REG_Z =    7'b0000000;
parameter REG_A =    7'b0000001;   
parameter REG_X =    7'b0000010;   
parameter REG_Y =    7'b0000100;   
parameter REG_S =    7'b0001000;   
parameter REG_ADD =  7'b0010000;   
parameter REG_D =    7'b0100000;   
parameter REG_ADH =  7'b1000000;    
parameter STACK_A   = 4'b0001;
parameter STACK_P   = 4'b0010;
parameter STACK_PCL = 4'b0100;
parameter STACK_PCH = 4'b1000;
parameter ALU_NOP   = 5'b00000;
parameter ALU_AND   = 5'b00001;
parameter ALU_ORA   = 5'b00010;
parameter ALU_XOR   = 5'b00100;
parameter ALU_SHR   = 5'b01000;
parameter ALU_SUM   = 5'b10000;
parameter ALU_NOF  = 4'b0000;    
parameter ALU_CIP  = 4'b0001;    
parameter ALU_CI1  = 4'b0010;    
parameter ALU_BIZ  = 4'b0100;    
parameter ALU_BIN  = 4'b1000;    
parameter ALU_INC  = ALU_BIZ | ALU_CI1;  
parameter ALU_DEC  = ALU_BIZ | ALU_BIN;  
parameter OP_AND = {ALU_NOF, ALU_AND};
parameter OP_ORA = {ALU_NOF, ALU_ORA};
parameter OP_XOR = {ALU_NOF, ALU_XOR};
parameter OP_NOP = {ALU_NOF, ALU_NOP};
parameter OP_ADC = {ALU_CIP, ALU_SUM};
parameter OP_SBC = {ALU_BIN | ALU_CIP, ALU_SUM};
parameter OP_CMP = {ALU_BIN | ALU_CI1, ALU_SUM};
parameter OP_INC = {ALU_INC, ALU_SUM};
parameter OP_DEC = {ALU_DEC, ALU_SUM};
parameter OP_LSR = {ALU_NOF, ALU_SHR};
parameter OP_ROR = {ALU_CIP, ALU_SHR};
parameter OP_ASL = {ALU_NOF, ALU_SUM};  
parameter OP_ROL = {ALU_CIP, ALU_SUM};  
parameter FL_N = 8'b10000000;    
parameter FL_V = 8'b01000000;    
parameter FL_U = 8'b00100000;    
parameter FL_B = 8'b00010000;    
parameter FL_D = 8'b00001000;    
parameter FL_I = 8'b00000100;    
parameter FL_Z = 8'b00000010;    
parameter FL_C = 8'b00000001;    
parameter FL_BU= FL_B | FL_U;
module alu (
    input  logic clk, rst,
    input  logic [8:0] op,
    input  logic [7:0] ai, bi,
    input  logic ci,
    output logic [7:0] out,
    output logic sumC, sumV, bpage
    );
    logic [7:0] a,b;
    logic c;
    wire [3:0] flags = op[8:5];              
    wire [7:0] bz = flags[2] ? 8'b0 : bi;    
    wire [7:0] bzi = flags[3] ? ~bz : bz;    
    logic [4:0] alu_op=0;                      
    always @(posedge clk ) begin
        if (rst) begin
            alu_op <= ALU_NOP;
            a <= 0;
            b <= 0;
            c <= 0;
        end else begin 
            alu_op <= op[4:0];
            a <= ai;
            b <= bzi;
            c <= (flags[0] & ci) | flags[1];
        end
    end
    logic [7:0] sum;
    assign {sumC, sum} = a + b + c;
    assign sumV = (a[7] ^ sum[7]) && (b[7] ^ sum[7]);
    assign bpage = (b[7] == sum[7]) && (b[7] ^ a[7]);
    always_comb begin
        unique case(1'b1)
            alu_op[0]:  out = a & b;
            alu_op[1]:  out = a | b;
            alu_op[2]:  out = a ^ b;
            alu_op[3]:  out = {c, a[7:1]};
            alu_op[4]:  out = sum;
            default:    out = a;
        endcase 
    end
endmodule
--- run.sh ---
#!/bin/bash
# OpenROAD 26Q1-2900-gdf79404cd8, Yosys 0.63+post, stock flow scripts
make -C /OpenROAD-flow-scripts/flow DESIGN_CONFIG=/design/flow/config.mk WORK_HOME=/design/flow/orfs finish
--- config.mk ---
export PLATFORM = sky130hd
export DESIGN_NAME = alu
export DESIGN_NICKNAME = alu
export VERILOG_FILES = /design/flow/design.v
export SDC_FILE = /design/flow/constraint.sdc
export NUM_CORES = 4
export LEC_CHECK = 1
export CORE_AREA = 10 10 95 95
export DIE_AREA = 0 0 105 105
--- constraint.sdc ---
current_design alu

set clk_period 4.8
set clk_io_pct 0.2

create_clock -name clk0 -period $clk_period [get_ports {clk}]

set non_clock_inputs [all_inputs -no_clocks]
set_input_delay [expr $clk_period * $clk_io_pct] -clock clk0 $non_clock_inputs
set_output_delay [expr $clk_period * $clk_io_pct] -clock clk0 [all_outputs]
==> metrics.cfg <==
[outcome]
status = complete, no violations

[setup_path]
path_class = reg2out
critPathLaunchType = flop
cp-end-kind = primary output
path_max_fanout = 4
critPathArrivalTime_ns = 2.79
required_ns = 3.84

[die]
fp_util_pct = 22.2
coreArea_um2 = 6910
rows = 30
die_area_um2 = 11000
die_y_um = 105
ioPinCount = 39
die_w_um = 105

[power]
p_leak_nw = 0.814
internal-power_uw = 394
power.total_uw = 523
p_sw_uw = 129
pwr-share-comb_pct = 28.3
swShare_pct = 24.7
clkPwrFrac_pct = 31.9
power.share.sequential_pct = 39.8
power.density_nw_per_um2 = 253
ir_drop_mv = 0.135

[detailed_routing]
wl_per_cell_um = 11.4
viasPerCell = 4.15
num_vias = 1323
firstDrtPassIters = 4
drtAntennaViolNets = 0
route.detailed.drc = 0
met3WireLength_um = 170
wl_um = 3640
n_antenna_cell = 0
dr_wl_met2_um = 1660
met1Wirelength_um = 1760
top_layer_used = met4
drtIter0Drc = 89

[synthesis]
ys_area_um2 = 1540
ys.warnings.count = 1
synth_seq_share_pct = 28.7
synth_cells = 188
netlist_area_um2 = 1540
ys_seq_elements = 22
ys_cells = 188
syn_area_per_cell_um2 = 8.17
synth_cell_types = 39

[layout]
fillers = 751
fin_cells = 319
layout_top_cells = 38 x clkdlybuf4s50_1, 22 x dfxtp_1, 21 x nor2b_1
layout_top_cell = clkdlybuf4s50_1
stdcell_area_um2 = 2060
drive_above_1_share_pct = 4.04
syn_to_final_growth_pct = 34.4
combGateArea_um2 = 972
layout.area.seq_um2 = 440

[clocking]
clockBufferDepth = 2
cts_setup_buffers = 0
cts_root_buf = clkbuf_8
cts_hold_buf = 0
cts-htree-levels = 1
cts_sinks = 22
cts_tree = done
numCtsBuffers = 3
clk_pin_slew_ns = 0.08
cts_resized = 0

[grt]
antenna_found_initial = 0
grt_max_degree = 23
grt_use_total_pct = 6.72
grt_pass1_vias = 1408
overflow = 0
grt_pass1_wl_um = 6400

[final_timing]
min_period_ns = 3.75
finalMaxSlewViolations = 0
worst_pin_slew_ns = 0.732
finalSetupTns_ns = 0
setup_viol_count_final = 0
finalHoldViolations = 0
finalClockPeriodUsage_pct = 78.1
rsz0062_at_grt = no
whs_ns = 1.25
maxSlewHeadroom_pct = 51.0
max_clock_freq_mhz = 267

[run]
drv_cap = 0
warning_count = 33

[placement]
placed_cell_area_um2 = 1990
portBuffers = 38
dp.cells = 315
place.gp.congestion = 0.922
place_hpwl_um = 3080

[worst_hold_path]
worstHoldPathType = in2reg

==> power by group through the flow <==
stage	registers (mW)	logic, mW	clock network (mW)
4_1_cts	0.208	0.152	0.174
5_1_grt	0.210	0.170	0.182
6_report	0.208	0.148	0.167
==> registers in the layout, indices dropped and copies added (netlist names) <==
signal  flops
c           1
b           8
alu_op      5
a           8
==> metrics by stage <==
step	util, %	setup slack (ns)
5_1_grt	29.9	0.848
4_1_cts	29.9	1.02
3_3_place_gp	28.8	1.36
2_1_floorplan	-	2.07
3_5_place_dp	28.8	1.32
6_report	29.9	1.05
==> path summary, 6_finish.rpt <==
check | startpoint | end | slack [ns] | cells after the start
max | a[0] | out[6] | 1.05 | 9
min | op[4] | alu_op[4] | 1.25 | 2
==> Yosys cell counts, drive strengths merged <==
| master | instances | area [µm²] |
|---|---|---|
| a221o | 4 | 40.0 |
| o2111ai | 2 | 17.5 |
| a211o | 1 | 10.0 |
| a22oi | 3 | 22.5 |
| clkbuf | 2 | 7.51 |
| a21o | 1 | 7.51 |
| fa | 2 | 40.0 |
| buf | 5 | 36.3 |
| inv | 21 | 78.8 |
| nor3b | 1 | 7.51 |
| nor4 | 1 | 6.26 |
| nand2 | 16 | 62.6 |
| o21bai | 1 | 7.51 |
| and3 | 1 | 6.26 |
| nand2b | 3 | 18.8 |
| a211oi | 1 | 20.0 |
| o21ai | 14 | 70.1 |
| o211ai | 2 | 20.0 |
| a31oi | 4 | 25.0 |
| a21oi | 8 | 40.0 |
| xor2 | 1 | 8.76 |
| o31ai | 1 | 7.51 |
| a221oi | 2 | 17.5 |
| xnor2 | 9 | 78.8 |
| nand3 | 2 | 10.0 |
| nor2b | 21 | 131 |
| nor2 | 17 | 63.8 |
| a21boi | 1 | 7.51 |
| mux2i | 1 | 10.0 |
| ha | 16 | 200 |
| and2 | 1 | 6.26 |
| dfxtp | 22 | 440 |
| a2bb2oi | 1 | 8.76 |
==> kinds of logic (layout without fill, tap and decap cells) <==
logic type	after synthesis	in the layout	share of synthesized area, %
AND-OR/OR-AND	46	46	20.9
XOR/XNOR	10	10	5.71
adder cells (fa/ha/maj)	18	18	15.6
buffers and inverters	28	63	7.99
flip-flops	22	22	28.7
multiplexers	1	1	0.652
AND/OR/NAND/NOR	63	63	20.4
==> critical path, cell delays in order (launching register included) <==
cell and delay [ns]:
dfxtp_1 0.40, fa_1 0.29, inv_1 0.08, fa_1 0.38
nand2b_1 0.19, a21oi_1 0.20, o21ai_1 0.12, nor3b_1 0.16
o31ai_1 0.23, clkdlybuf4s50_1 0.50
==> layout make-up <==
type,instances,share of cell area [%]
sequential,22,21.3
inverter,21,3.82
clock buffer,3,2.00
clock inverter,1,1.46
tap,96,5.82
multi-input combinational,138,47.1
timing repair buffer,38,18.4
==> metal layers <==
layer | vias up | GRT usage (%)
li1 | 698 | -
met1 | 591 | 9.19
met2 | 32 | 11.0
met3 | 2 | 1.30
met4 | 0 | 0.882
met5 | - | 0
Power figures rest on the tool's default switching activity, not on a simulated workload.
