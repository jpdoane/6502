$ cat design/flow/design.v
`timescale 1ns/1ps
localparam ASCII_a = 8'h61;
parameter STACKPAGE = 8'h01;
parameter T0      =10'b0000000001;
parameter T1      =10'b0000000010;
parameter T2      =10'b0000000100;
parameter T3      =10'b0000001000;
parameter T4      =10'b0000010000;
parameter T5      =10'b0000100000;
parameter T6      =10'b0001000000;
parameter T7      =10'b0010000000;
parameter TRMW1   =10'b0100000000;
parameter TRMW2   =10'b1000000000;
parameter TJAM    =10'b0;
parameter OP_BRK      = 5'h00;    
parameter OP_JSR      = 5'h01;    
parameter OP_RTI      = 5'h02;    
parameter OP_RTS      = 5'h03;    
parameter OP_IMP      = 5'h04;    
parameter OP_IMM      = 5'h05;    
parameter OP_ZPG      = 5'h06;    
parameter OP_ZXY      = 5'h07;    
parameter OP_XIN      = 5'h08;    
parameter OP_INY      = 5'h09;    
parameter OP_ABS      = 5'h0a;    
parameter OP_AXY      = 5'h0b;    
parameter OP_PUS      = 5'h0c;    
parameter OP_PUL      = 5'h0d;    
parameter OP_JUM      = 5'h0e;    
parameter OP_JIN      = 5'h0f;    
parameter OP_BRA      = 5'h10;    
parameter OP_BNT      = 5'h11;    
parameter OP_JAM      = 5'h1f;
parameter ADDR_Z      = 6'b000000;
parameter ADDR_PC     = 6'b000001;
parameter ADDR_DATA   = 6'b000010;
parameter ADDR_ALU    = 6'b000100;
parameter ADDR_INT    = 6'b001000;
parameter ADDR_STACK  = 6'b010000;
parameter ADDR_HOLD   = 6'b100000;
parameter REG_Z =    7'b0000000;
parameter REG_A =    7'b0000001;   
parameter REG_X =    7'b0000010;   
parameter REG_Y =    7'b0000100;   
parameter REG_S =    7'b0001000;   
parameter REG_ADD =  7'b0010000;   
parameter REG_D =    7'b0100000;   
parameter REG_ADH =  7'b1000000;    
parameter STACK_A   = 4'b0001;
parameter STACK_P   = 4'b0010;
parameter STACK_PCL = 4'b0100;
parameter STACK_PCH = 4'b1000;
parameter ALU_NOP   = 5'b00000;
parameter ALU_AND   = 5'b00001;
parameter ALU_ORA   = 5'b00010;
parameter ALU_XOR   = 5'b00100;
parameter ALU_SHR   = 5'b01000;
parameter ALU_SUM   = 5'b10000;
parameter ALU_NOF  = 4'b0000;    
parameter ALU_CIP  = 4'b0001;    
parameter ALU_CI1  = 4'b0010;    
parameter ALU_BIZ  = 4'b0100;    
parameter ALU_BIN  = 4'b1000;    
parameter ALU_INC  = ALU_BIZ | ALU_CI1;  
parameter ALU_DEC  = ALU_BIZ | ALU_BIN;  
parameter OP_AND = {ALU_NOF, ALU_AND};
parameter OP_ORA = {ALU_NOF, ALU_ORA};
parameter OP_XOR = {ALU_NOF, ALU_XOR};
parameter OP_NOP = {ALU_NOF, ALU_NOP};
parameter OP_ADC = {ALU_CIP, ALU_SUM};
parameter OP_SBC = {ALU_BIN | ALU_CIP, ALU_SUM};
parameter OP_CMP = {ALU_BIN | ALU_CI1, ALU_SUM};
parameter OP_INC = {ALU_INC, ALU_SUM};
parameter OP_DEC = {ALU_DEC, ALU_SUM};
parameter OP_LSR = {ALU_NOF, ALU_SHR};
parameter OP_ROR = {ALU_CIP, ALU_SHR};
parameter OP_ASL = {ALU_NOF, ALU_SUM};  
parameter OP_ROL = {ALU_CIP, ALU_SUM};  
parameter FL_N = 8'b10000000;    
parameter FL_V = 8'b01000000;    
parameter FL_U = 8'b00100000;    
parameter FL_B = 8'b00010000;    
parameter FL_D = 8'b00001000;    
parameter FL_I = 8'b00000100;    
parameter FL_Z = 8'b00000010;    
parameter FL_C = 8'b00000001;    
parameter FL_BU= FL_B | FL_U;
module control (
    input logic clk,
    input logic rst,
    input logic rdy,
    input logic [4:0] op_type,
    input logic wr_op,
    input logic alu_en,
    input logic single_byte,
    input logic stack_ap,
    input logic interrupt,
    input logic aluC,
    input logic aluN,
    input logic idx_XY,
    input logic bpage,
    input logic take_branch,
    input logic sl_op,
    output logic sync,
    output logic exec,
    output logic [3:0] alu_flags,
    output logic [6:0] sb_src,
    output logic inc_pc,
    output logic [5:0] adl_src,
    output logic [5:0] adh_src,
    output logic write_mem,
    output logic dummy_write,
    output logic jump,
    output logic brk_int,
    output logic adl_add,
    output logic alu_az,
    output logic [3:0] stack_push,
    output logic [3:0] stack_read,
    output logic sb_s,
    output logic sb_db
    );
    logic [9:0] Tstate=0;
    logic Tlast, skipT0, toTrmw;
    always @(posedge clk ) begin
        if (rst) begin
            Tstate <= T1;
        end
        else if (rdy) begin
            if (skipT0)
                Tstate <= T1;
            else if (Tlast)
                Tstate <= T0;
            else if (toTrmw)
                Tstate <= TRMW1;
            else
                Tstate <= Tstate << 1;
        end
    end
    wire rmw = wr_op & alu_en;
    logic push_no_update;
    logic [6:0] idx;
    always_comb begin
        Tlast       = 0;
        skipT0      = 0;
        toTrmw      = 0;
        adl_src     = ADDR_PC;
        adh_src     = ADDR_PC;
        inc_pc      = 0;
        exec        = 0;
        dummy_write = 0;
        jump        = 0;
        sync        = 0;
        brk_int     = 0;
        adl_add     = 0;
        idx         = idx_XY ? REG_X : REG_Y;
        stack_push  = 0;
        stack_pull  = 0;
        push        = 0;
        pull        = 0;
        push_no_update = 0;
        sb_s        = 0;
        sb_db        = 0;
        alu_az      = 0;
        alu_flags = ALU_NOF;
        sb_src = REG_Z;
        unique case (1'b1)
            Tstate[0]: begin                                             
                exec = !wr_op;                                           
                inc_pc = !single_byte;                                   
                end
            Tstate[1]: begin                                             
                sync = 1;                                                
                inc_pc = 1;                                              
                end
            Tstate[2]: begin                                             
                unique case(op_type)
                    OP_ZPG: begin
                        {adh_src, adl_src} = {ADDR_Z, ADDR_DATA};        
                        if(rmw) toTrmw = 1;                              
                        else Tlast = 1;
                    end
                    OP_ZXY, OP_XIN: begin
                        {adh_src, adl_src} = {ADDR_Z, ADDR_DATA};        
                        sb_src = idx;                                    
                    end
                    OP_INY: begin
                        {adh_src, adl_src} = {ADDR_Z, ADDR_DATA};        
                        sb_src = REG_D;
                        alu_flags = ALU_INC;                                 
                    end
                    OP_PUS: begin
                        stack_push = stack_ap ? STACK_A : STACK_P;       
                        Tlast = 1;
                    end
                    OP_PUL: begin
                        stack_pull = stack_ap ? STACK_A : STACK_P;       
                    end
                    OP_BRA: begin       
                        inc_pc = 1;            
                        adl_add = 1;                                     
                        skipT0 = !take_branch;                             
                    end
                    OP_BRK: begin
                        stack_push = STACK_PCH;                          
                        inc_pc = !interrupt;                             
                    end
                    OP_JSR: begin
                        {adh_src, adl_src} = {ADDR_STACK, ADDR_STACK};   
                        sb_src = REG_D;                                  
                        sb_s = 1;                                       
                        inc_pc = 1;                                      
                    end
                    OP_RTS: stack_pull = STACK_PCL;
                    OP_RTI: stack_pull = STACK_P;
                    OP_IMM,
                    OP_IMP: begin                                        
                        inc_pc = !single_byte;
                        sb_db = sl_op;                                   
                        exec = 1;
                        skipT0 = 1;
                    end
                    OP_AXY: begin
                        sb_src = idx;                                    
                        inc_pc = 1;                                      
                    end
                    default: inc_pc = 1;                                 
                endcase
                end
            Tstate[3]: begin                                             
                unique case(op_type)
                    OP_ZXY: begin
                        {adh_src, adl_src} = {ADDR_Z, ADDR_ALU};         
                        if(rmw) toTrmw = 1;
                        else Tlast = 1;
                    end
                    OP_XIN: begin
                        {adh_src, adl_src} = {ADDR_Z, ADDR_ALU};         
                        sb_src = REG_ADD;                                
                        alu_flags = ALU_INC;
                    end
                    OP_INY: begin
                        {adh_src, adl_src} = {ADDR_Z, ADDR_ALU};         
                        sb_src = idx;                                    
                    end
                    OP_ABS: begin
                        {adh_src, adl_src} = {ADDR_DATA, ADDR_ALU};      
                        if(rmw) toTrmw = 1;                              
                        else Tlast = 1;
                    end
                    OP_AXY: begin
                        {adh_src, adl_src} = {ADDR_DATA, ADDR_ALU};      
                        if (aluC) begin
                            sb_src = REG_D;
                            alu_flags = ALU_INC;             
                        end
                        else Tlast = !wr_op;
                    end
                    OP_BRA: begin                        
                        {adh_src, adl_src} = {ADDR_PC, ADDR_ALU};
                        sb_src = REG_ADH;                                     
                        alu_flags = aluN ? ALU_DEC : ALU_INC;
                        if (!bpage) begin
                            jump = 1;                                   
                            skipT0 = 1;                                
                        end
                    end
                    OP_JUM: begin
                        {adh_src, adl_src} = {ADDR_DATA, ADDR_ALU};      
                        jump = 1;
                        skipT0 = 1;                                
                    end
                    OP_JIN: begin
                        {adh_src, adl_src} = {ADDR_DATA, ADDR_ALU};      
                        sb_src = REG_ADD;
                        alu_flags = ALU_INC;                                
                    end
                    OP_PUL: begin
                        {adh_src, adl_src} = {ADDR_STACK, ADDR_STACK};
                        Tlast = 1;
                    end
                    OP_RTS: stack_pull = STACK_PCH;
                    OP_BRK: stack_push = STACK_PCL;
                    OP_RTI: stack_pull = STACK_PCL;
                    OP_JSR: begin                                       
                        {adh_src, adl_src} = {ADDR_HOLD, ADDR_HOLD};     
                        stack_push = STACK_PCH;                          
                        push_no_update = 1;                              
                        adl_add = 1;                                     
                        alu_flags = ALU_DEC;
                    end
                    default: ;
                endcase
                end
            Tstate[4]: begin                                             
                unique case(op_type)
                    OP_AXY: begin
                        {adh_src, adl_src} = {ADDR_ALU, ADDR_HOLD};      
                        if(rmw) toTrmw = 1;                              
                        else Tlast = 1;
                    end
                    OP_XIN: begin
                        {adh_src, adl_src} = {ADDR_Z, ADDR_ALU};         
                    end
                    OP_INY: begin
                        {adh_src, adl_src} = {ADDR_DATA, ADDR_ALU};      
                        if (aluC) begin
                            alu_flags = ALU_INC;                      
                            sb_src = REG_D;
                        end
                        else Tlast = !wr_op;
                    end
                    OP_BRA: begin
                        {adh_src, adl_src} = {ADDR_ALU, ADDR_HOLD};      
                        jump = 1;
                        skipT0 = 1;                                
                    end
                    OP_JIN: begin
                        {adh_src, adl_src} = {ADDR_HOLD, ADDR_ALU};      
                    end
                    OP_BRK: stack_push = STACK_P;
                    OP_RTI: stack_pull = STACK_PCH;
                    OP_JSR: begin                                        
                        {adh_src, adl_src} = {ADDR_HOLD, ADDR_ALU};      
                        stack_push = STACK_PCL;                          
                        push_no_update = 1;                              
                        adl_add = 1;                                     
                        alu_flags = ALU_DEC;
                    end
                    OP_RTS: begin
                        alu_az = 1;                                      
                    end
                    default: ;
                endcase
                end
            Tstate[5]: begin                                             
                unique case(op_type)
                    OP_XIN: begin
                        {adh_src, adl_src} = {ADDR_DATA, ADDR_ALU};      
                        Tlast = 1;
                    end
                    OP_INY: begin
                        {adh_src, adl_src} = {ADDR_ALU, ADDR_HOLD};      
                        Tlast = 1;
                    end
                    OP_JIN: begin
                        {adh_src, adl_src} = {ADDR_DATA, ADDR_ALU};      
                        jump = 1;
                        skipT0 = 1;                                
                    end
                    OP_BRK: begin
                        {adh_src, adl_src} = {ADDR_INT, ADDR_INT};       
                        adl_add = 1;
                        alu_flags = ALU_INC;                                
                        brk_int = 1;
                    end
                    OP_JSR: begin                                        
                        sb_src = REG_ADD;                                
                        alu_flags = ALU_BIZ;                               
                    end
                    OP_RTS: begin
                        {adh_src, adl_src} = {ADDR_DATA, ADDR_ALU};      
                        jump = 1;
                        Tlast = 1;                                       
                    end
                    OP_RTI: begin
                        alu_az = 1;                                      
                    end
                    default: ;
                endcase
                end                
            Tstate[6]: begin                                             
                unique case(op_type)
                    OP_BRK: begin
                        {adh_src, adl_src} = {ADDR_INT, ADDR_ALU};       
                    end
                    OP_RTI: begin
                        {adh_src, adl_src} = {ADDR_DATA, ADDR_ALU};      
                        jump = 1;
                        skipT0 = 1;                                
                    end
                    OP_JSR: begin
                        sb_src = REG_ADD;                                
                        sb_s = 1;
                        {adh_src, adl_src} = {ADDR_DATA, ADDR_STACK};    
                        jump = 1;
                        skipT0 = 1;                                
                    end
                    default: ;
                endcase
                end      
            Tstate[7]: begin                                             
                    {adh_src, adl_src} = {ADDR_DATA, ADDR_ALU};          
                    jump = 1;
                    skipT0 = 1;                                
                end      
            Tstate[8]: begin                                             
                    {adh_src, adl_src} = {ADDR_HOLD, ADDR_HOLD};
                    dummy_write = 1;
                    exec = 1;
                    end
            Tstate[9]: begin                                             
                    {adh_src, adl_src} = {ADDR_HOLD, ADDR_HOLD};
                    Tlast = 1;
                    end
            default: begin
                end                
        endcase
        push = (stack_push != 0) & !push_no_update;
        pull = stack_pull != 0;
        if (push | pull) begin     
            alu_flags = push ? ALU_DEC : ALU_INC;
            adh_src = ADDR_STACK;
            sb_src = REG_S;
            adl_src = stack_r ? ADDR_ALU : ADDR_STACK;
        end
        if (stack_r) begin   
            sb_src = REG_ADD;
            sb_s = 1;
        end
        if (pull_r)
            {adh_src, adl_src} = {ADDR_STACK, ADDR_ALU};
        write_mem = ( wr_op & Tlast ) | push_no_update | push | dummy_write;
    end
    logic push, pull, pull_r, stack_r;
    logic [3:0] stack_pull, stack_pull_r;
    always @(posedge clk ) begin
        if (rst) begin
            pull_r <= 0;
            stack_r <= 0;
            stack_pull_r <= 0;
            stack_read <= 0;
        end else begin
            pull_r <= pull;
            stack_r <= push | pull;
            stack_pull_r <= stack_pull;
            stack_read <= stack_pull_r;
        end
    end
endmodule
$ cat design/flow/constraint.sdc
current_design control

set clk_period 4.1
set clk_io_pct 0.2

create_clock -name clk0 -period $clk_period [get_ports {clk}]

set non_clock_inputs [all_inputs -no_clocks]
set_input_delay [expr $clk_period * $clk_io_pct] -clock clk0 $non_clock_inputs
set_output_delay [expr $clk_period * $clk_io_pct] -clock clk0 [all_outputs]
$ cat design/flow/run.sh
#!/bin/bash
# OpenROAD 26Q1-2900-gdf79404cd8, Yosys 0.63+post, stock flow scripts
make -C /OpenROAD-flow-scripts/flow DESIGN_CONFIG=/design/flow/config.mk WORK_HOME=/design/flow/orfs finish
$ cat design/flow/config.mk
export PLATFORM = sky130hd
export DESIGN_NAME = control
export DESIGN_NICKNAME = control
export VERILOG_FILES = /design/flow/design.v
export SDC_FILE = /design/flow/constraint.sdc
export NUM_CORES = 4
export LEC_CHECK = 1
export CORE_UTILIZATION = 40
==> flow_summary.html <==
<h3>Flow metrics</h3>
<table>
<tr><th>Metric</th><th>Value</th></tr>
<tr><th colspan="2">Status</th></tr>
<tr><td>Run status</td><td>completed</td></tr>
<tr><th colspan="2">Floorplanning</th></tr>
<tr><td>Die Area</td><td>5860 sq um</td></tr>
<tr><td>Initial Util</td><td>0.425</td></tr>
<tr><td># rows</td><td>26</td></tr>
<tr><td>Total I/O pin count</td><td>61</td></tr>
<tr><td>Area of the placeable core</td><td>5240 sq um</td></tr>
<tr><td>Y dimension of the die</td><td>76.6 microns</td></tr>
<tr><td>Die extent in x</td><td>76.6 microns</td></tr>
<tr><th colspan="2">Worst setup path</th></tr>
<tr><td>Launch point of the critical path</td><td>op_type[4]</td></tr>
<tr><td>Critical path fanouts, max</td><td>24</td></tr>
<tr><td>CP Capture Point</td><td>adl_src[4]</td></tr>
<tr><td>Critical Setup Path Class</td><td>in2out</td></tr>
<tr><td>Setup slack on the worst flop-to-flop path</td><td>1.85 ns</td></tr>
<tr><td>CP required</td><td>3.28 ns</td></tr>
<tr><td>Signal arrival time at the worst endpoint</td><td>3.15 ns</td></tr>
<tr><td>Endpoint kind of the worst setup timing path</td><td>output pin</td></tr>
<tr><td>Worst flop-to-flop path endpoint</td><td>Tstate[6]$_SDFFE_PP0P_</td></tr>
<tr><td>Kind of start point of the critical path</td><td>input port</td></tr>
<tr><td>Startpoint of the worst register-to-register path</td><td>Tstate[2]$_SDFFE_PP0P_</td></tr>
<tr><td>Cells on worst reg2reg path</td><td>4</td></tr>
<tr><th colspan="2">Pwr</th></tr>
<tr><td>Total Power</td><td>0.525 mW</td></tr>
<tr><td>Share of total power in the clock network</td><td>0.279</td></tr>
<tr><td>IR Drop Worst-Case VDD</td><td>0.149 mV</td></tr>
<tr><td>Sw Ratio</td><td>0.301</td></tr>
<tr><td>Part of the power in combinational logic</td><td>0.329</td></tr>
<tr><td>Leak pwr</td><td>1.19 nW</td></tr>
<tr><td>Power dissipated by switching net loads</td><td>0.158 mW</td></tr>
<tr><td>Sequential Power Share</td><td>0.391</td></tr>
<tr><td>Power density over the cells</td><td>167 nW/um^2</td></tr>
<tr><td>Internal power</td><td>0.367 mW</td></tr>
<tr><th colspan="2">Routing</th></tr>
<tr><td>Number of design rule violations left after detail routing</td><td>0</td></tr>
<tr><td>Ant. Diodes</td><td>0</td></tr>
<tr><td>Antenna Violating Nets Remaining</td><td>0</td></tr>
<tr><td>Routed length per placed instance</td><td>17.5 microns</td></tr>
<tr><td>Total length of routed wires</td><td>7820 microns</td></tr>
<tr><td>Total number of vias</td><td>2625</td></tr>
<tr><td>Drt pass-1 iters</td><td>5</td></tr>
<tr><td>Drt first-iter violations</td><td>188</td></tr>
<tr><td>Vias per inst</td><td>5.89</td></tr>
<tr><th colspan="2">Yosys</th></tr>
<tr><td># Cells Yosys</td><td>306</td></tr>
<tr><td>Average cell area after synthesis</td><td>7.27 sq um</td></tr>
<tr><td>Instance count of the mapped netlist</td><td>306</td></tr>
<tr><td>Area of the mapped netlist</td><td>2220 sq um</td></tr>
<tr><td>Chip area estimate from yosys synthesis</td><td>2220 sq um</td></tr>
<tr><td>Async SR Flop Fraction</td><td>0</td></tr>
<tr><td>Number of synthesis warnings</td><td>1</td></tr>
<tr><td>Number of enable flip-flop cells</td><td>0</td></tr>
<tr><td>Netlist cell types</td><td>77</td></tr>
<tr><td>Synthesized registers</td><td>20</td></tr>
<tr><td>Flip-flop cell with the highest count after synthesis</td><td>sky130_fd_sc_hd__dfxtp_1</td></tr>
<tr><td>Sequential share of the synthesized area</td><td>0.180</td></tr>
<tr><th colspan="2">Final timing</th></tr>
<tr><td>Actual slew at the worst max-slew pin</td><td>0.725 ns</td></tr>
<tr><td>Final setup skew</td><td>0.00514 ns</td></tr>
<tr><td>Rel. slew slack</td><td>0.516</td></tr>
<tr><td>Final max-slew violation count</td><td>0</td></tr>
<tr><td>RSZ-0062 raised after global routing</td><td>false</td></tr>
<tr><td>Setup total negative slack</td><td>0 ns</td></tr>
<tr><td>Clock period minus final worst setup slack</td><td>3.97 ns</td></tr>
<tr><td>Final setup viols</td><td>0</td></tr>
<tr><td>Final period utilization</td><td>0.969</td></tr>
<tr><td>Max frequency</td><td>252 MHz</td></tr>
<tr><td>Hold Violations, Final</td><td>0</td></tr>
<tr><th colspan="2">Clocking</th></tr>
<tr><td>Root Buffer Master</td><td>sky130_fd_sc_hd__clkbuf_8</td></tr>
<tr><td>Clock sink total</td><td>20</td></tr>
<tr><td>H-Tree Level Count</td><td>1</td></tr>
<tr><td>TritonCTS clock tree</td><td>built</td></tr>
<tr><td>Clock network latency to the later pin of the worst-skew pair</td><td>0.26 ns</td></tr>
<tr><td>Number of CTS-inserted buffers</td><td>3</td></tr>
<tr><td>Clock-pin slew on the worst setup and hold paths</td><td>0.07 ns</td></tr>
<tr><td>CTS max path bufs</td><td>2</td></tr>
<tr><th colspan="2">GRT</th></tr>
<tr><td>Via count of the first global-routing pass</td><td>2468</td></tr>
<tr><td>Pin count of the biggest net entering global routing</td><td>26</td></tr>
<tr><td>Global-route usage over all layers</td><td>0.274</td></tr>
<tr><td>First-pass GRT wire length</td><td>12700 microns</td></tr>
<tr><td>Final global-route overflow total</td><td>0</td></tr>
<tr><td>Number of antenna violations at the first check in global routing</td><td>0</td></tr>
<tr><th colspan="2">Place</th></tr>
<tr><td>IO buf count</td><td>58</td></tr>
<tr><td>GPL Wtd Cong</td><td>0.938</td></tr>
<tr><td>Placed cell area</td><td>3030 sq um</td></tr>
<tr><td>HPWL Detailed</td><td>6020 microns</td></tr>
<tr><th colspan="2">Final layout</th></tr>
<tr><td>Post-route cell area</td><td>3140 sq um</td></tr>
<tr><td>Ratio of cells with drive above 1 in the final layout</td><td>0.191</td></tr>
<tr><td>Layout filler cell count</td><td>489</td></tr>
<tr><td>P&amp;R area growth vs syn</td><td>41.0%</td></tr>
<tr><th colspan="2">Job</th></tr>
<tr><td>Count of tool warnings</td><td>25</td></tr>
<tr><td>Max-cap violations</td><td>0</td></tr>
<tr><th colspan="2">Min path</th></tr>
<tr><td>Path category of the worst min-delay check</td><td>reg2reg</td></tr>
</table>
==> metal layers <==
metal  share of wire  track usage  vias to the layer above  wire length (microns)
li1                -            -                     1274                      -
met1            0.47        0.397                     1253                   3660
met2            0.48        0.460                       86                   3740
met3           0.040       0.0134                       12                    315
met4           0.014       0.0423                        0                    110
met5               0            0                        -                      0
==> cell type report <==
cell class,count,area (sq um),share of cell area
multi-input combinational,243,1630,0.520
timing repair buffer,96,915,0.292
tap,70,87.6,0.0279
sequential,20,400,0.128
inverter,13,48.8,0.0156
clock buffer,4,55.1,0.0176
==> per-stage QoR <==
stage          hold slack, ns  instances   util  setup WS (ns)
2_1_floorplan           0.414        307      -           1.17
4_1_cts                 0.454        444  0.590         0.0917
3_3_place_gp            0.418        440  0.579         0.0758
3_5_place_dp            0.426        440  0.579         0.0984
5_1_grt                 0.462        446  0.599        0.00879
6_report                0.444        446  0.599          0.127
==> synthesized netlist by cell type (2+ instances only) <==
cell type,instances,area (sq um)
sky130_fd_sc_hd__nand4b_1,4,35.0
sky130_fd_sc_hd__or3_1,2,12.5
sky130_fd_sc_hd__nand2_1,24,90.1
sky130_fd_sc_hd__nor4_1,7,43.8
sky130_fd_sc_hd__a21boi_0,2,15.0
sky130_fd_sc_hd__a21oi_1,27,135
sky130_fd_sc_hd__o41ai_2,7,114
sky130_fd_sc_hd__or4_1,2,15.0
sky130_fd_sc_hd__buf_2,8,40.0
sky130_fd_sc_hd__nand3_1,18,90.1
sky130_fd_sc_hd__nand4_1,2,12.5
sky130_fd_sc_hd__buf_6,3,33.8
sky130_fd_sc_hd__dfxtp_1,20,400
sky130_fd_sc_hd__o21ai_0,15,75.1
sky130_fd_sc_hd__o221ai_2,2,30.0
sky130_fd_sc_hd__o211ai_1,5,37.5
sky130_fd_sc_hd__nand2b_1,11,68.8
sky130_fd_sc_hd__nor3b_1,3,22.5
sky130_fd_sc_hd__and4_1,5,43.8
sky130_fd_sc_hd__nor3_1,3,15.0
sky130_fd_sc_hd__inv_1,11,41.3
sky130_fd_sc_hd__nor2_1,24,90.1
sky130_fd_sc_hd__a2111o_1,2,22.5
sky130_fd_sc_hd__or2_2,4,25.0
sky130_fd_sc_hd__a211oi_1,5,37.5
sky130_fd_sc_hd__a22o_1,2,17.5
sky130_fd_sc_hd__a21o_1,2,15.0
sky130_fd_sc_hd__a21boi_1,2,15.0
sky130_fd_sc_hd__and2_1,2,12.5
sky130_fd_sc_hd__a31oi_1,5,31.3
sky130_fd_sc_hd__clkbuf_1,13,48.8
sky130_fd_sc_hd__a22oi_1,2,15.0
sky130_fd_sc_hd__nor2b_1,13,81.3
sky130_fd_sc_hd__buf_4,6,45.0
==> logic make-up after synthesis <==
| kind of cell | after synthesis | share of synthesized area |
|---|---|---|
| xor+xnor | 1 | 0.00394 |
| simple gates | 140 | 0.366 |
| compound gates | 100 | 0.349 |
| flops | 20 | 0.180 |
| buf+inv | 44 | 0.0990 |
| other cells | 1 | 0.00169 |
==> worst max-delay path, stage by stage <==
cell                              delay (ns)
sky130_fd_sc_hd__clkdlybuf4s50_1        0.46
sky130_fd_sc_hd__buf_12                 0.19
sky130_fd_sc_hd__nor4b_4                0.29
sky130_fd_sc_hd__a31oi_1                0.12
sky130_fd_sc_hd__o31a_1                 0.39
sky130_fd_sc_hd__and2_4                 0.22
sky130_fd_sc_hd__a211oi_2               0.17
sky130_fd_sc_hd__clkdlybuf4s50_1        0.49
==> sequential cells by signal, summed over array words and instances (netlist names) <==
name	count
pull_r	1
stack_r	1
stack_pull_r	4
Tstate	10
stack_read	4
==> how the worst min path moves through the flow <==
stage	from	endpoint	slack, ns	cells past startpoint
CTS	stack_pull_r[3]$_SDFF_PP0_	stack_read[3]$_SDFF_PP0_	0.45	1
global route	stack_pull_r[2]$_SDFF_PP0_	stack_read[2]$_SDFF_PP0_	0.46	1
finish	stack_pull_r[1]$_SDFF_PP0_	stack_read[1]$_SDFF_PP0_	0.44	1
==> cell usage in the layout (no fill, tap or decap), drive strengths merged, types with 3 or more instances in the layout <==
master          n
nor2           24
nor4            7
nor3            5
nand2          25
nand3          19
a31oi           5
clkbuf          4
o41ai           7
or2             5
a21boi          4
dfxtp          20
dlymetal6s2s    3
nand4b          4
and2            4
nor3b           3
clkdlybuf4s50  55
buf            38
o211ai          5
a21oi          27
nor2b          13
and4            5
a211oi          6
inv            12
o21ai          16
nand2b         11
==> power groups by stage <==
| stage | clock network (mW) | logic [mW] | registers, mW |
|---|---|---|---|
| CTS | 0.148 | 0.169 | 0.205 |
| global route | 0.157 | 0.188 | 0.206 |
| finish | 0.147 | 0.173 | 0.205 |
==> repair_timing <==
item                       CTS  global route
hold buffers                 0             0
buffers inserted             0             2
setup endpoints to repair    0             9
resized                      0             7
Power and IR drop assume default switching activity.
